--- /design/flow/run.sh ---
#!/bin/bash
# OpenROAD 26Q1-2900-gdf79404cd8, Yosys 0.63+post, stock flow scripts
make -C /OpenROAD-flow-scripts/flow DESIGN_CONFIG=/design/flow/config.mk WORK_HOME=/design/flow/orfs finish
--- /design/flow/config.mk ---
export PLATFORM = sky130hd
export DESIGN_NAME = EX
export DESIGN_NICKNAME = EX
export VERILOG_FILES = /design/flow/design.v
export SDC_FILE = /design/flow/constraint.sdc
export NUM_CORES = 4
export LEC_CHECK = 1
export CORE_UTILIZATION = 50
--- /design/flow/constraint.sdc ---
current_design EX

set clk_period 1.0
set clk_io_pct 0.2

create_clock -name clk0 -period $clk_period [get_ports {clk}]

set non_clock_inputs [all_inputs -no_clocks]
set_input_delay [expr $clk_period * $clk_io_pct] -clock clk0 $non_clock_inputs
set_output_delay [expr $clk_period * $clk_io_pct] -clock clk0 [all_outputs]
--- /design/flow/design.v ---
module EX(clk, reset, IDResult, EXResult, EXDest, delay);
  input clk, reset, delay;
  input [105:0] IDResult;
  output [73:0] EXResult;
  reg [73:0] EXResult;
  output [4:0] EXDest;
  reg[4:0] EXDest;
  wire IDResultValid;
  wire [3:0] IDResultOpcode;
  wire [4:0] IDResultDest;
  wire [31:0] IDResultRec1;
  wire [31:0] IDResultRec2;
  wire [31:0] IDResultImm;
  assign IDResultValid = IDResult[105];
  assign IDResultOpcode = IDResult[104:101];
  assign IDResultDest = IDResult[100:96];
  assign IDResultRec1 = IDResult[95:64];
  assign IDResultRec2 = IDResult[63:32];
  assign IDResultImm = IDResult[31:0];
  reg EXResultValid;
  reg [3:0] EXResultOpcode;
  reg [4:0] EXResultDest;
  reg [31:0] EXResultAnswer;
  reg [31:0] EXResultValue;
  always @(*) begin
  if (!delay) begin
    if (IDResultValid)
      EXDest <= IDResultDest;
    else
      EXDest <= 0;
  end
  end
  always @(*) begin
  if (!delay) begin
    EXResultValid <= 0;
    EXResultOpcode <= 0;
    EXResultDest <= 0;
    EXResultAnswer <= 32'h00000000;
    EXResultValue <= 32'h00000000;
    if (IDResultValid) begin
      EXResultValid <= 1'b1;
      EXResultOpcode <= IDResultOpcode;
      EXResultDest <= IDResultDest;
      case(IDResultOpcode)
        4'b0001:begin
          EXResultAnswer <= IDResultRec1 + IDResultRec2;
        end
        4'b0010:begin
          EXResultAnswer <= IDResultRec1 - IDResultRec2;
        end
        4'b0011:begin
          EXResultAnswer <= IDResultRec1 * IDResultRec2;
        end
        4'b0100:begin
          EXResultAnswer <= IDResultRec1 + IDResultImm;
        end
        4'b0101:begin
          EXResultAnswer <= IDResultRec1 - IDResultImm;
        end
        4'b0110:begin
          EXResultAnswer <= IDResultRec1 * IDResultImm;
        end
        4'b0111:begin
          EXResultAnswer <= IDResultRec1 << IDResultImm[3:0];
        end
        4'b1000:begin
          EXResultAnswer <= IDResultRec1 + IDResultImm;
        end
        4'b1001:begin
          EXResultAnswer <= IDResultRec2 + IDResultImm;
          EXResultValue <= IDResultRec1;
        end
      endcase
    end
  end
  end
  always @(posedge clk) begin
  if (!delay) begin
    if (reset)
      EXResult <= 0;
    else begin
      EXResult[73] <= EXResultValid;
      EXResult[72:69] <= EXResultOpcode;
      EXResult[68:64] <= EXResultDest;
      EXResult[63:32] <= EXResultAnswer;
      EXResult[31:0] <= EXResultValue;
    end
  end
  end
endmodule
==> results.tsv <==
metric	value	unit
pin_count	188	
ant_nets	0	
ys.flops	148	
seqPwrFrac	2.6	%
crit_type	reg2out	
grt_max_degree	75	
htree_levels	3	
cp-startpoint	EXResult[54]	
netlist_instances	4863	
cp_top_family	flip-flops	
synth-edff-count	74	
warning_count	28	
worst_ep_arrival_time	830	ps
path_buffers	1	
topCellsByArea	fa_1 39%, ha_1 9.1%, and2_1 7.9%, inv_1 7.5%, nand2_1 5.7%	
dp_slack	-19.7	ps
holdBufCountCts	0	
crit_end	EXResult[54]	
netlist.area_leader.share	38.7	%
numCtsBuffers	9	
unclocked_regs	74	
p_switching	83.0	mW
cts_root_buf	clkbuf_16	
ys_area	42300	um2
netlist_area	42300	um2
grt-ovfl-total	0	
cp-start-kind	register	
crit_slowest_cell	edfxtp_1	
via_count	33881	
untimed_endpoints	79	
die.size.y	293	um
dp_hpwl	103000	um
p_sw_share	54.9	%
crit_path_end_kind	primary output	
cp_cell_sequence	buf_2	
clockPowerShare	2.4	%
cpPeakStageDelay	370	ps
row_count	106	
async_flop_share	0	%
ys.flop_type	edfxtp_1	
pwr-share-comb	95.0	%
synth_stat.cells	4863	
fillers	7812	
core	83700	um2
final_layout_top_logic_cell	inv_1	
required	800	ps
p_total	151	mW
fmax	975	MHz
via_per_inst	5.65	
layout-drive-gt1-share	5.91	%
path_depth	1	
leakage	22.0	nW
period_used_share	103	%
slew_viol_final	0	
clk_path_buf_depth	2	
floorplan.die_area	85700	um2
drt-total-wl	145000	um
area_growth	6.66	%
status	finished, violations left	
clkTransAtPathRegs	60	ps
tns	-317	ps
slew_headroom	42.1	%
hold_viol_final	0	
setup_viol_count_final	39	
min_path_type	in2reg	
final_cell_area	45100	um2
die_w	293	um
critPathMaxFanout	1	
dp_cells	5978	
p_per_area	3350	nW/um2
drc	0	
grt_antenna_before_repair	10	
finalNonFillerCells	6000	
min_period	1030	ps
ir_worst_vdd	2970	uV
synth_top_cell_by_area	fa_1	
intPower	68.2	mW
failed_checks	negative setup slack	
routedWlPerCell	24.2	um
setup_ws	-26.0	ps
fp_util	50.5	%
post_cts_buffers	0	
lay_top_cells	848 x inv_1, 818 x fa_1, 647 x nand2_1	
synth_cell_types	80	
postSynthAreaPerCell	8.70	um2
grt.total_usage	37.6	%
ys.warnings.count	1	
first_pass_iters	6	
cts_tree	done	
grt_pass1_vias	35240	
drv_cap	0	
worst_pin_slew	861	ps
place_area	45100	um2
grt_pass1_wl	221000	um
drt_iter0_markers	2242	
rsz0062_at_grt	yes	
numPortBuffers	187	
place.gp.congestion	0.992	
==> per-layer routing <==
| metal | global-route usage [%] | wire length (um) |
|---|---|---|
| met5 | 2.16 | 266 |
| met4 | 13.6 | 7300 |
| met3 | 16.0 | 17900 |
| met2 | 54.6 | 64000 |
| met1 | 52.7 | 55800 |
==> timing repair <==
item | in CTS | in global routing
setup endpoints to repair | 74 | 74
pin swaps | 0 | 0
hold endpoints to repair | 0 | 0
resized | 222 | 0
cloned | 0 | 0
==> kinds of logic after synthesis <==
group	count (synthesis)	synth area share [%]
adders and majority gates	1127	47.9
DFF	74	5.25
AOI/OAI and AO/OA	549	8.63
and+or+nand+nor	1609	19.2
latches	74	2.62
buffers and inverters	1163	10.4
xor gates and xnor gates	205	4.28
muxes	62	1.75
==> cell usage after synthesis, drive strengths merged (6+ instances only) <==
library cell and n:
nor3 51, or2 11, a21o 43, and3 34, nand3b 7, o21bai 15
nand2 647, a31o 6, a21oi 133, nor2b 88, clkbuf 293, nor4 12
ha 309, and2 531, or3 18, mux2i 28, nor2 120, a211o 8
nand2b 23, a21boi 9, o221ai 6, inv 850, fa 818, o21a 31
o31a 9, nand3 31, o31ai 9, dlxtn 74, o211ai 11, a221oi 42
a211oi 16, a31oi 30, o21ai 110, o22ai 19, xnor2 160, xor2 44
mux2 27, nand4 8, nor3b 15, a22oi 6, edfxtp 74, buf 15
mux4 7
==> area by class of cell <==
cell class	instances	area (um2)	area share [%]
sequential	148	3330	7.39
tap	1134	1420	3.15
antenna	6	15.0	0.0333
inverter	855	3210	7.12
timing repair buffer	289	2180	4.84
clock buffer	10	229	0.508
multi-input combinational	3552	34600	76.7
clock inverter	6	115	0.255
==> metrics by stage <==
step | hold WS (ps) | utilization (%)
2_1_floorplan | 470 | -
3_3_place_gp | 744 | 53.9
6_report | 398 | 53.9
5_1_grt | 412 | 53.9
4_1_cts | 395 | 53.9
3_5_place_dp | 741 | 53.9
==> power by group through the flow <==
stage	combinational, mW	sequential [mW]	clock, mW
CTS	145	3.92	3.77
finish	144	3.91	3.70
global route	158	3.92	3.90
==> worst min-delay path by stage <==
| stage | depth (start not counted) | from | to |
|---|---|---|---|
| 4_1_cts | 3 | reset | EXResult[3] |
| 6_report | 3 | reset | EXResult[3] |
| 5_1_grt | 3 | reset | EXResult[48] |
==> state kept, by name, indices dropped and copies added, names as in the netlist <==
signal          count
EXResultAnswer     32
EXResultDest        5
EXResultValue      32
EXResult           74
EXResultValid       1
EXResultOpcode      4
Power figures rest on the tool's default switching activity, not on a simulated workload.
