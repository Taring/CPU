[design.v]
module ID(clk, reset, ins, EXDest, MADest, WBDest, WBResult, IFControl, IDResult, delay);
  input clk, reset, delay;
  input [31:0] ins;
  input [4:0] EXDest, MADest, WBDest;
  input [37:0] WBResult;
  output [105:0] IDResult;
  reg [105:0] IDResult;
  output [34:0] IFControl;
  wire WBResultValid;
  wire [4:0] WBResultDest;
  wire [31:0] WBResultSrc;
  assign WBResultValid = WBResult[37];
  assign WBResultDest = WBResult[36:32];
  assign WBResultSrc = WBResult[31:0];
  reg IDResultValid;
  wire [3:0] IDResultOpcode;
  reg [4:0] IDResultDest;
  wire [31:0] IDResultRec1;
  wire [31:0] IDResultRec2;
  reg [31:0] IDResultImm;
  reg IFControlValid;
  reg IFControlBranch;
  reg IFControlStop;
  reg [31:0] IFControlAddress;
  reg [31:0] innerIns;
  reg inner;
  always @(posedge clk) begin
  if (!delay) begin
    if (reset) begin
      inner <= 1'b0;
      innerIns <= 0;
    end else begin
      if (IFControlValid) begin
        inner <= 1'b0;
        innerIns <= 0;
      end else if (!inner) begin
        inner <= 1'b1;
        innerIns <= ins;
      end
    end
  end
  end
  reg [31:0] curIns;
  always @(*) begin
  if (!delay) begin
    if (!inner)
      curIns <= ins;
    else
      curIns <= innerIns;
  end
  end
  reg [4:0] regAddress1, regAddress2;
  always @(*) begin
  if (!delay) begin
    if (curIns[31:28]==4'b1011 || curIns[31:28]==4'b1100 ||
        curIns[31:28]==4'b1101 || curIns[31:28]==4'b1110 || curIns[31:28]==4'b1111) begin
      regAddress1 <= curIns[27:23];
      regAddress2 <= 0;
      IDResultDest <= 0;
      IDResultImm <= {9'b000000000, curIns[22:0]};
    end else if (curIns[31:28]==4'b1001) begin
      regAddress1 <= curIns[27:23];
      regAddress2 <= curIns[22:18];
      IDResultDest <= 0;
      IDResultImm <= {{15{curIns[17]}}, curIns[16:0]};
    end else if (curIns[31:28]==4'b0100 || curIns[31:28]==4'b0101 ||
        curIns[31:28]==4'b0110 || curIns[31:28]==4'b0111 || curIns[31:28]==4'b1000) begin
      regAddress1 <= curIns[22:18];
      regAddress2 <= 0;
      IDResultDest <= curIns[27:23];
      IDResultImm <= {{15{curIns[17]}}, curIns[16:0]};
    end else if (curIns[31:28]==4'b0001 || curIns[31:28]==4'b0010 ||
        curIns[31:28]==4'b0011) begin
      regAddress1 <= curIns[22:18];
      regAddress2 <= curIns[17:13];
      IDResultDest <= curIns[27:23];
      IDResultImm <= 0;
    end else if (curIns[31:28]==4'b1010) begin
      regAddress1 <= 0;
      regAddress2 <= 0;
      IDResultDest <= 0;
      IDResultImm <= {4'b0000, curIns[27:0]};
    end else begin
      regAddress1 <= 0;
      regAddress2 <= 0;
      IDResultDest <= 0;
      IDResultImm <= 0;
    end
  end
  end
  Register registers(.clk(clk), .reset(reset), .rin1(regAddress1), .rout1(IDResultRec1),
  .rin2(regAddress2), .rout2(IDResultRec2), .we(WBResultValid),
  .waddr(WBResultDest), .win(WBResultSrc), .delay(delay));
  assign IDResultOpcode = curIns[31:28];
  reg reset_over;
  always @(posedge clk) begin
  if (!delay) begin
    if (reset)
      reset_over <= 0;
    else
      reset_over <= 1;
  end
  end
  always @(*) begin
  if (!delay) begin
    if (reset_over) begin
      IFControlValid <= 1'b1;
    end else begin
      IFControlValid <= 1'b0;
    end
    if (curIns[31:28] == 4'b1011 || curIns[31:28] == 4'b1100 ||
        curIns[31:28] == 4'b1101 || curIns[31:28] == 4'b1110 || curIns[31:28] == 4'b1111) begin
       if ((curIns[27:23] != 0) &&
          ((curIns[27:23] == EXDest) || (curIns[27:23] == MADest) || (curIns[27:23] == WBDest)))
         IFControlValid <= 1'b0;
    end else if (curIns[31:28] == 4'b1001) begin
      if (((curIns[27:23] != 0) &&
          ((curIns[27:23] == EXDest) || (curIns[27:23]==MADest) || (curIns[27:23]==WBDest))) ||
          ((curIns[22:18] != 0) &&
          ((curIns[22:18] == EXDest) || (curIns[22:18]==MADest) || (curIns[22:18]==WBDest))) )
         IFControlValid <= 1'b0;
    end else if (curIns[31:28] == 4'b0100 || curIns[31:28] == 4'b0101 ||
        curIns[31:28] == 4'b0110 || curIns[31:28] == 4'b0111 || curIns[31:28] == 4'b1000) begin
      if ((curIns[22:18] != 0) &&
        ((curIns[22:18] == EXDest) || (curIns[22:18] == MADest) || (curIns[22:18] == WBDest)))
         IFControlValid <= 1'b0;
    end else if (curIns[31:28] == 4'b0001 || curIns[31:28] == 4'b0010 || curIns[31:28] == 4'b0011) begin
      if (((curIns[22:18] != 0) &&
          ((curIns[22:18] == EXDest) || (curIns[22:18] == MADest) || (curIns[22:18] == WBDest))) ||
          ((curIns[17:13] != 0) &&
          ((curIns[17:13] == EXDest) || (curIns[17:13] == MADest) || (curIns[17:13] == WBDest))))
         IFControlValid <= 1'b0;
    end
  end
  end
  always @(*) begin
  if (!delay) begin
    IFControlBranch <= 1'b0;
    IFControlAddress <= 32'h00000000;
    if (curIns[31:28]==4'b1010) begin
      IFControlBranch <= 1'b1;
      IFControlAddress <= {4'b0000, curIns[27:0]};
      IFControlStop <= 1'b1;
    end else if (curIns[31:28]==4'b1011 || curIns[31:28]==4'b1100 ||
        curIns[31:28]==4'b1101 || curIns[31:28]==4'b1110 || curIns[31:28]==4'b1111) begin
          if ((curIns[27:23] != EXDest) &&
              (curIns[27:23] != MADest) && (curIns[27:23] != WBDest)) begin
            case(curIns[31:28])
              4'b1011 : begin
                  if (IDResultRec1 == 0) begin
                    IFControlBranch <= 1'b1;
                    IFControlAddress <= {9'b000000000, curIns[22:0]};
                    IFControlStop <= 1'b1;
                  end
                end
              4'b1100 : begin
                  if (IDResultRec1[31] == 0 && IDResultRec1[30:0] != 0) begin
                    IFControlBranch <= 1'b1;
                    IFControlAddress <= {9'b000000000, curIns[22:0]};
                    IFControlStop <= 1'b1;
                  end
                end
              4'b1101 : begin
                  if (IDResultRec1[31] == 1) begin
                    IFControlBranch <= 1'b1;
                    IFControlAddress <= {9'b000000000, curIns[22:0]};
                    IFControlStop <= 1'b1;
                  end
                end
              4'b1110 : begin
                  if (IDResultRec1[31] == 0) begin
                    IFControlBranch <= 1'b1;
                    IFControlAddress <= {9'b000000000, curIns[22:0]};
                    IFControlStop <= 1'b1;
                  end
                end
            endcase
          end
    end
  end
  end
  always @(posedge clk) begin
  if (!delay) begin
  if (reset)
      IDResultValid <= 0;
    else
      IDResultValid <= IFControlValid;
  end
  end
  assign IFControl[34] = IFControlValid;
  assign IFControl[33] = IFControlBranch;
  assign IFControl[32] = IFControlStop;
  assign IFControl[31:0] = IFControlAddress;
  always @(*) begin
  if (!delay) begin
    if (reset) begin
      IFControlStop <= 0;
    end
  end
  end
  always @(posedge clk) begin
  if (!delay) begin
    if (reset) begin
      IDResult <= 0;
    end else if (IFControlStop) begin
      IFControlStop <= 0;
    end else begin
      if (IFControlStop) begin
        IFControlStop <= 0;
      end else begin
        IDResult[105] <= IFControlValid;
      end
      IDResult[104:101] <= IDResultOpcode;
      IDResult[100:96] <= IDResultDest;
      IDResult[95:64] <= IDResultRec1;
      IDResult[63:32] <= IDResultRec2;
      IDResult[31:0] <= IDResultImm;
    end
  end
  end
endmodule
module Register(clk, reset, rin1, rout1, rin2, rout2, we, waddr, win, delay);
  input clk, reset, we, delay;
  input [4:0] rin1, rin2, waddr;
  input [31:0] win;
  output [31:0] rout1, rout2;
  reg [31:0] R[31:0];
  assign rout1 = R[rin1];
  assign rout2 = R[rin2];
  integer i;
  always @(posedge clk) begin
    if (!delay) begin
      if (reset)
        for (i = 0; i <= 31; i = i + 1)
          R[i] <= 32'b0;
    end
  end
  always @(posedge clk) begin
    R[0] <= 32'b0;
    if (!delay) begin
    if (we)
      if (waddr!=0) begin
        R[waddr] <= win;
      end
    end
  end
endmodule
[constraint.sdc]
current_design ID

set clk_period 28.0
set clk_io_pct 0.2

create_clock -name clk0 -period $clk_period [get_ports {clk}]

set non_clock_inputs [all_inputs -no_clocks]
set_input_delay [expr $clk_period * $clk_io_pct] -clock clk0 $non_clock_inputs
set_output_delay [expr $clk_period * $clk_io_pct] -clock clk0 [all_outputs]
[run.sh]
#!/bin/bash
# OpenROAD 26Q1-2900-gdf79404cd8, Yosys 0.63+post, stock flow scripts
make -C /OpenROAD-flow-scripts/flow DESIGN_CONFIG=/design/flow/config.mk WORK_HOME=/design/flow/orfs finish
[config.mk]
export PLATFORM = sky130hd
export DESIGN_NAME = ID
export DESIGN_NICKNAME = ID
export VERILOG_FILES = /design/flow/design.v
export SDC_FILE = /design/flow/constraint.sdc
export NUM_CORES = 4
export LEC_CHECK = 1
export CORE_UTILIZATION = 50
==> impl_metrics.env <==
# flow metrics
export IMPL_status="finished, final reports clean"
export IMPL_setup_tns_ns=0
export IMPL_slew_headroom_pct=29.92
export IMPL_rows=128
export IMPL_hold_viol=0
export IMPL_worst_hold_slack_ns=0.4649
export IMPL_setup_viol_count_final=0
export IMPL_area_growth_pct=13.74
export IMPL_wl_per_cell_um=31.09
export IMPL_async_flop_share_pct=0
export IMPL_grt_pass1_vias=44430
export IMPL_worstPathBufferInverterCount=3
export IMPL_min_path_type="register to register"
export IMPL_dieArea_mm2=0.1240
export IMPL_ys_cells=5183
export IMPL_drv_slew=0
export IMPL_core_area_mm2=0.1217
export IMPL_place_hpwl_um=127400
export IMPL_yosysChipArea_mm2=0.06129
export IMPL_ant_nets=0
export IMPL_wl_met2_um=98180
export IMPL_crit_fanout=34
export IMPL_synthCells=5183
export IMPL_topCombFamilyByArea="multiplexers"
export IMPL_highest_layer="met5"
export IMPL_worst_pin_slew_ns=1.049
export IMPL_power_frac_seq_pct=47.4
export IMPL_crit_family="simple AND/OR/NAND/NOR gates"
export IMPL_untimed_endpoints=136
export IMPL_rsz0062_at_grt="false"
export IMPL_netlist_area_mm2=0.06129
export IMPL_synth_flops=1267
export IMPL_drtPass1Iterations=6
export IMPL_n_fill_cell=9647
export IMPL_cts_hold_buf=0
export IMPL_grt_pass1_wl_um=311800
export IMPL_flop_cell="edfxtp_1"
export IMPL_register_area_mm2=0.03136
export IMPL_power_internal_mw=3.073
export IMPL_io_buffers=223
export IMPL_period_minus_slack_ns=9.420
export IMPL_cts_resized=0
export IMPL_critPathMaxStageDelay_ns=0.96
export IMPL_unclocked_pins=106
export IMPL_ir_worst_vdd_mv=0.06300
export IMPL_crit_top_cell="buf_4"
export IMPL_cts_reportedPaths_clkPinSlew_ns=0.06
export IMPL_placed_cells_incl_taps=6694
export IMPL_fa_ha_area_share_pct=0
export IMPL_fin_cells=6962
export IMPL_antenna_found_initial=13
export IMPL_clockBufferDepth=3
export IMPL_synthAoiAreaFrac_pct=6.108
export IMPL_final_layout_size_suffix_gt1_share_pct=20.48
export IMPL_die_height_um=352.1
export IMPL_warning_count=26
export IMPL_worstSetupEndpointType="register"
export IMPL_worstPathRequired_ns=28.60
export IMPL_ys_types=66
export IMPL_route_vias_total=43770
export IMPL_start_kind="input port"
export IMPL_fp_utilization_pct=50.35
export IMPL_htreeDepth=4
export IMPL_grt_usage_pct=38.34
export IMPL_root_buffer="clkbuf_16"
export IMPL_fmaxAchievable_mhz=106.2
export IMPL_leakagePower_nw=23.06
export IMPL_max_cap_viol_count=0
export IMPL_yosys_area_share_xor_xnor_pct=0.6573
export IMPL_ios=229
export IMPL_mux_share_pct=23.58
export IMPL_met3WireLength_um=35820
export IMPL_edf_count=649
export IMPL_worstSetupPathType="input port to register"
export IMPL_power_density_mw_per_mm2=58.09
export IMPL_drt_wl_total_um=216500
export IMPL_power_frac_comb_pct=8.9
export IMPL_wl_met1_um=72080
export IMPL_p_clk_share_pct=43.7
export IMPL_p_sw_share_pct=24.12
export IMPL_tritoncts="built"
export IMPL_crit_arrival_ns=10.02
export IMPL_finalWeightedCongestion=0.9256
export IMPL_combGateArea_mm2=0.02829
export IMPL_clock_skew_ns=0.02297
export IMPL_slowest_stage="clkdlybuf4s50_1"
export IMPL_grt_overflow=0
export IMPL_finalCritPeriodShare_pct=33.64
export IMPL_ys_warn_count=5
export IMPL_syn_area_per_cell_um2=11.83
export IMPL_routed_via_density=6.287
export IMPL_post_cts_buffers=0
export IMPL_cts_made_buffers=134
export IMPL_clkLatencyLatePin_ns=0.76
export IMPL_p_switching_uw=976.9
export IMPL_cp_cell_sequence="clkdlybuf4s50_1, nor2b_1, and3_2, buf_4, nand2_2, buf_4, nand2_1, a21oi_1"
export IMPL_grt_start_max_net_pins=94
export IMPL_drc_errors=0
export IMPL_simple_gate_area_share_pct=14.80
export IMPL_die_width_um=352.1
export IMPL_drtIter0Drc=3259
-- sequential cells by signal, indices dropped and copies added, names as in the netlist --
register	flops
regAddress2	5
IFControlAddress	28
IFControlBranch	1
registers.R	1024
IDResultDest	5
IDResultImm	29
IDResult	103
innerIns	32
curIns	32
inner	1
regAddress1	5
IFControlValid	1
reset_over	1
-- cells in the final DEF (no fill, tap or decap), drive strengths merged, types with 17 or more instances in the layout --
master	synthesis	routed
conb	1	37
o22ai	29	29
mux4	564	564
clkinv	2	40
nand3	31	31
mux2	44	44
a221oi	22	22
xnor2	28	28
mux2i	124	124
clkdlybuf4s50	0	221
inv	12	20
clkbuf	422	193
edfxtp	649	649
xor2	18	18
nor2b	63	63
buf	116	167
and2	438	438
diode	0	19
and3	138	138
a22oi	30	30
nor2	121	121
o21ai	17	17
a21oi	515	515
dlxtn	106	106
dfxtp	512	512
nand2	1075	1075
-- layer usage --
metal	vias to the layer above	track usage (%)
li1	18850	-
met1	21400	50.49
met2	2931	53.02
met3	564	25.13
met4	18	13.96
met5	-	4.231
-- final cells by class --
type / count / share of cell area, %
inverter: 14 / 0.08256
clock buffer: 193 / 5.578
timing repair buffer: 388 / 5.008
clock inverter: 56 / 0.7664
tap: 1625 / 2.917
sequential: 1267 / 44.99
multi-input combinational: 3400 / 40.59
antenna: 19 / 0.06820
-- tightest hold or removal path, cell delays in order (launching register included) --
cell	delay [ns]
dfxtp_1	0.31
nand2_1	0.05
a21oi_1	0.05
-- cell families after synthesis --
family / count (synthesis)
latches: 106
flip-flops: 1161
buffers and inverters: 552
AND-OR/OR-AND: 661
AND/OR/NAND/NOR: 1924
other: 1
XOR/XNOR: 46
multiplexers: 732
-- cell usage after synthesis (3+ instances only) --
master | instances | area (µm²)
mux2_2 | 43 | 484.2
buf_2 | 36 | 180.2
a221oi_1 | 22 | 192.7
o22ai_1 | 29 | 181.4
o31ai_1 | 3 | 22.52
inv_1 | 12 | 45.04
nor2_1 | 121 | 454.2
nor3_1 | 9 | 45.04
edfxtp_1 | 649 | 19490
nand4_1 | 8 | 50.05
dlxtn_1 | 106 | 1590
buf_4 | 22 | 165.2
or2_2 | 9 | 56.30
a22o_1 | 7 | 61.31
buf_6 | 10 | 112.6
or4_1 | 4 | 30.03
nand2_1 | 1075 | 4035
dfxtp_1 | 512 | 10250
mux4_2 | 562 | 12660
and3_1 | 138 | 863.3
a31oi_1 | 9 | 56.30
clkbuf_1 | 422 | 1584
a21oi_1 | 495 | 2477
nor3b_1 | 3 | 22.52
xor2_1 | 18 | 157.7
a21oi_2 | 20 | 175.2
o221ai_1 | 4 | 35.03
or3b_2 | 3 | 26.28
nand3b_1 | 5 | 37.54
or3_1 | 3 | 18.77
nand2b_1 | 6 | 37.54
xnor2_1 | 28 | 245.2
a22oi_1 | 30 | 225.2
nor2b_1 | 63 | 394.1
buf_1 | 47 | 176.4
nand3_1 | 30 | 150.1
and2_1 | 438 | 2740
mux2i_1 | 124 | 1241
a21o_1 | 10 | 75.07
o21ai_0 | 17 | 85.08
-- power by group through the flow --
stage / Clock, mW / Combinational, mW / Sequential, mW
after CTS: 1.78 / 0.356 / 1.92
after global routing: 1.85 / 0.378 / 1.93
final: 1.77 / 0.360 / 1.92
-- worst paths after layout --
| path | start | to | slack [ns] | cells past startpoint |
|---|---|---|---|---|
| hold / removal | registers.R[19][12]$_SDFFE_PP0P_ | registers.R[19][12]$_SDFFE_PP0P_ | 0.46 | 2 |
| setup / recovery | WBResult[37] | registers.R[23][15]$_SDFFE_PP0P_ | 18.58 | 8 |
| hold reg to reg | registers.R[19][12]$_SDFFE_PP0P_ | registers.R[19][12]$_SDFFE_PP0P_ | 0.46 | 2 |
| setup reg to reg | registers.R[4][18]$_SDFFCE_PN0P_ | IDResult[82]$_SDFFCE_PP0N_ | 25.59 | 5 |
-- through the flow --
step / setup slack, ns / instance area, µm² / util [%] / total power, mW
final: 18.58 / 69710 / 57.27 / 4.049
after global placement: 18.12 / 65240 / 53.60 / 2.307
after detailed placement: 18.18 / 65240 / 53.60 / 2.310
after CTS: 18.96 / 69660 / 57.23 / 4.057
after floorplan: 16.37 / 61430 / - / 2.149
after global routing: 18.62 / 69680 / 57.24 / 4.160
Power figures rest on the tool's default switching activity, not on a simulated workload.
